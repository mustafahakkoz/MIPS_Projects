## flow/config.mk

```make
export PLATFORM = sky130hd
export DESIGN_NAME = alu32
export DESIGN_NICKNAME = alu32
export VERILOG_FILES = /design/flow/design.v
export SDC_FILE = /design/flow/constraint.sdc
export NUM_CORES = 4
export LEC_CHECK = 1
export CORE_UTILIZATION = 30
```

## flow/design.v

```verilog
module alu32(sum,a,b,zout,gin, minusign, overflow); 
output [31:0] sum;
input [31:0] a,b; 
input [2:0] gin; 
reg [31:0] sum;
reg [31:0] less;
output zout;
reg zout;
output minusign;
reg minusign;
output overflow;
reg overflow;
always @(a or b or gin)
begin
	overflow=0;
	case(gin)
	3'b010:begin		 
		sum=a+b; 
		if((~(a[31]^b[31]))&(sum[31]^a[31])) overflow=1'b1;
		else overflow=0;
		end	
	3'b110:begin 
		sum=a+1+(~b);	 
		if((a[31]^b[31]))
		if(a[31]^sum[31])
		overflow=1;
		else
		overflow=0;		
		end
	3'b111: begin less=a+1+(~b);	 
			if (less[31]) sum=1;	
			else sum=0;
		  end
	3'b000: sum=a & b;	 
	3'b001: sum=a|b;		 
	3'b011: begin 			 
			if(a[31]) minusign=1;
			else minusign=0;
			end
	3'b100: sum=a<<b;   
	default: sum=31'bx;	
	endcase
zout=~(|sum);
end
endmodule
```

## flow/run.sh

```bash
#!/bin/bash
# OpenROAD 26Q1-2900-gdf79404cd8, Yosys 0.63+post, stock flow scripts
make -C /OpenROAD-flow-scripts/flow DESIGN_CONFIG=/design/flow/config.mk WORK_HOME=/design/flow/orfs finish
```

## flow/constraint.sdc

```tcl
current_design alu32

set clk_period 12.2
set clk_io_pct 0.2

create_clock -name clk0 -period $clk_period

set non_clock_inputs [all_inputs -no_clocks]
set_input_delay [expr $clk_period * $clk_io_pct] -clock clk0 $non_clock_inputs
set_output_delay [expr $clk_period * $clk_io_pct] -clock clk0 [all_outputs]
```

==> out/results.tsv <==
metric	value	unit
status	finished clean	
Worst path max stage delay	0.80	ns
tool warnings	98	
CP Cell Sequence	clkdlybuf4s50_1 > clkinv_1 > ha_1 > o21ai_0 > a21oi_1 > a21oi_1 > nor4_1 > a21o_1 > xnor2_1 > o2111ai_1 > or4_1 > nor4_2 > nand2_1 > nor4_1 > and4bb_1 > clkdlybuf4s50_1	
maximum VDD drop	20.76	uV
cts repair resizes	0	
placed instance count	1476	
data arrival time of the worst path	8.00	ns
Diodes inserted	0	
core area	24460	sq um
Worst setup EP type	primary output	
Max Freq	95.75	MHz
leak pwr	3.824	nW
first-pass GRT wire length	49760	microns
Ys Warns	1	
post-synthesis chip area from yosys	7526	sq um
maxcap violations	0	
Vias/cell	5.919	
Syn Inst Count	1099	
Worst Hold Launch	a[31]	
Non-Filler Instances	1476	
Initial Util	0.3077	
endpoints left unconstrained	66	
fill count	2596	
startpoint types	primary input	
register pins left without a clock	33	
total gr overflow	0	
Critical Path Fanout Max	15	
WP data required	9.76	ns
post-CTS setup buffer count	0	
Logic pwr share	0.949	
Die X	160.4	microns
post-layout min period	10.44	ns
residual DRC count	0	
die area	25720	sq um
top cells by count	110 x inv_1, 110 x nor2_1, 98 x ha_1	
Initial DRC Count	920	
initial antenna violation count	0	
leading area contributor after synthesis	ha_1	
setup TNS	0	ns
Pins Over Slew Limit	0	
Yosys cell types	84	
hold path depth	3	
Internal	171.6	uW
Top cells by area	ha_1 16%, mux2i_1 8.0%, dlxtp_1 6.4%	
1st-pass router iterations	5	
unrepaired setup endpoints after global routing	false	
Psw	238.6	uW
Synth Flop Type	dlxtp_1	
Area leader share	0.1629	
Buffers on Ports	102	
Routed Antenna Nets	0	
sequential share of power	0.051	
switching part of the total	0.5817	
area grow syn2layout	16.86	%
synthesized area	7526	sq um
Final setup viols	0	
slew of the pin with the lowest slew margin	0.9424	ns
WHS Endpoint	overflow	
slowest library cell on the worst path	clkdlybuf4s50_1	
Hold Buf Count CTS	0	
GP Congestion	1.047	
Crit. Startpoint	b[4]	
cell count in the Yosys report	1099	
Design Area, Final	8795	sq um
clock power share	0	
final hold viol count	0	
GRT Resource Usage Total	0.2558	
die height	160.4	microns
Slew HR	0.3651	
ys flops	33	
PD cells	46.64	nW/um^2
Hold WC Path Type	primary input to primary output	
IO Pins	102	
asr flop ratio synth	0	
routed len/inst	22.24	microns
Sequential cell area	495.5	sq um
vias	8737	
Final Cycle Share	0.8561	
logic area	6327	sq um
routed wire length	32830	microns
Site Rows	57	
synthesized area per cell	6.848	sq um
share of layout cells above drive strength 1	0.05208	
largest net degree at the start of global routing	43	
count of library flops with an enable pin	0	
vias in the first global route	8125	
placed inst area	8795	sq um
Detail Placement HPWL	26420	microns
Crit Path Category	primary input to primary output	
sequential cells by signal, indices dropped and copies added (netlist names):
name / flops
sum: 32
minusign: 1
metrics by stage:
stage          total power [mW]  worst slack, ns  hold slack, ns  utilization
6_report                 0.4102            1.756           6.033       0.3595
5_1_grt                  0.4424            1.499           6.120       0.3595
4_1_cts                  0.4021            1.858           6.044       0.3595
3_5_place_dp             0.3994            1.876           6.040       0.3595
3_3_place_gp             0.4025            1.937           6.044       0.3595
2_1_floorplan            0.2544            3.418           4.925            -
final cells by class:
class | count | area share
multi-input cells | 887 | 0.7194
flip-flops and latches | 33 | 0.05634
inverters | 112 | 0.04780
well taps | 324 | 0.04609
repair buffers | 120 | 0.1303
layout by cell type, fill, tap and decap left out, types with 6 or more instances in the layout:
master / count
ha_1: 98
a31oi_1: 20
mux2i_1: 60
o21bai_1: 7
xnor2_1: 18
o22ai_1: 14
inv_1: 110
nand4_1: 7
nand3_1: 27
a21o_1: 12
o221ai_1: 9
nor2_1: 110
nor3_1: 29
o31ai_1: 15
mux2_2: 18
or3_1: 6
nor4_1: 27
a21oi_1: 76
nand2_1: 89
clkdlybuf4s50_1: 100
nor2b_1: 9
buf_4: 18
a211oi_1: 21
o21ai_0: 56
nand2b_1: 11
dlxtp_1: 32
and3_1: 10
o211ai_1: 19
a22oi_1: 6
a221oi_1: 6
mux4_2: 6
worst max-delay path, delay by kind of cell:
kind | cells | cell delay [ns]
simple gates | 6 | 2.09
fa+ha+maj | 1 | 0.59
compound gates | 5 | 1.04
xor+xnor | 1 | 0.16
buf+inv | 3 | 1.67
worst max-delay path by stage:
| stage | end | cells after the start | slack, ns |
|---|---|---|---|
| 5_1_grt | zout | 16 | 1.50 |
| 4_1_cts | zout | 16 | 1.86 |
| 6_report | zout | 16 | 1.76 |
metal layers:
layer	vias to the layer above	GRT usage	routed length, microns
met3	80	0.02635	2410
met2	441	0.3890	14390
met1	4100	0.3766	14730
met4	0	0.08874	1298
li1	4116	-	-
met5	-	0	0
power groups by stage:
stage,registers (mW),clock network (mW),logic (mW)
CTS,0.0211,0,0.381
global route,0.0221,0,0.420
finish,0.0209,0,0.389
logic make-up (layout without fill, tap and decap cells):
group | after synthesis | in the layout | share of synthesized area
mux | 85 | 85 | 0.1262
simple gates | 352 | 352 | 0.2256
latches | 33 | 33 | 0.06583
buf+inv | 179 | 232 | 0.09343
xor+xnor | 23 | 23 | 0.02677
compound gates | 327 | 327 | 0.2939
fa+ha+maj | 100 | 100 | 0.1682
Power and IR drop assume default switching activity.
